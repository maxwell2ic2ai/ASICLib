<file path="run.sh">
#!/bin/bash
# OpenROAD 26Q1-2900-gdf79404cd8, Yosys 0.63+post, stock flow scripts
make -C /OpenROAD-flow-scripts/flow DESIGN_CONFIG=/design/flow/config.mk WORK_HOME=/design/flow/orfs finish
</file>
<file path="config.mk">
export PLATFORM = sky130hd
export DESIGN_NAME = beh_fifo
export DESIGN_NICKNAME = beh_fifo
export VERILOG_FILES = /design/flow/design.v
export SDC_FILE = /design/flow/constraint.sdc
export NUM_CORES = 4
export LEC_CHECK = 1
export CORE_UTILIZATION = 30
</file>
<file path="constraint.sdc">
current_design beh_fifo

set clk_period 4.8
set clk_io_pct 0.2

create_clock -name clk0 -period $clk_period [get_ports {rclk}]
create_clock -name clk1 -period $clk_period [get_ports {wclk}]

set non_clock_inputs [all_inputs -no_clocks]
set_input_delay [expr $clk_period * $clk_io_pct] -clock clk0 $non_clock_inputs
set_output_delay [expr $clk_period * $clk_io_pct] -clock clk0 [all_outputs]
</file>
<file path="design.v">
module beh_fifo #(
    parameter DSIZE = 8,
    parameter ASIZE = 4
    )(
    output [DSIZE-1:0] rdata,
    output             wfull,
    output             rempty,
    input  [DSIZE-1:0] wdata,
    input              winc, wclk, wrst,
    input              rinc, rclk, rrst
    );
localparam MEMDEPTH = 1<<ASIZE;
reg [DSIZE-1:0] ex_mem [0:MEMDEPTH-1];
reg [ASIZE:0] wptr, wrptr1, wrptr2, wrptr3;
reg [ASIZE:0] rptr, rwptr1, rwptr2, rwptr3;
always @(posedge wclk or posedge wrst) begin
    if (wrst) begin
        wptr <= 0;
    end
    else if (winc && !wfull) begin
        ex_mem[wptr[ASIZE-1:0]] <= wdata;
        wptr <= wptr+1;
    end
end
always @(posedge wclk or posedge wrst) begin
    if (wrst) begin
        {wrptr3, wrptr2, wrptr1} <= 0;
    end
    else begin
        {wrptr3, wrptr2, wrptr1} <= {wrptr2, wrptr1, rptr};
    end
end
always @(posedge rclk or posedge rrst) begin
    if (rrst) begin
        rptr <= 0;
    end
    else if (rinc && !rempty) begin
        rptr <= rptr+1;
    end
end
always @(posedge rclk or posedge rrst) begin
    if (rrst) begin
        {rwptr3, rwptr2, rwptr1} <= 0;
    end
    else begin
        {rwptr3, rwptr2, rwptr1} <= {rwptr2, rwptr1, wptr};
    end
end
assign rdata = ex_mem[rptr[ASIZE-1:0]];
assign rempty = (rptr == rwptr3);
assign wfull = ((wptr[ASIZE-1:0] == wrptr3[ASIZE-1:0]) &&
                (wptr[ASIZE]     != wrptr3[ASIZE]));
endmodule
</file>
==> run_results.csv <==
group,metric,value,unit
setup_path,cp-start-kind,"flip-flop",
placement,place.port_buffers,22,
synthesis,async_reset_ff_share,23.8,%
routing,vias,3599,
floorplan,chipHeight,150,um
cells_and_area,final_cells,722,
global_route,use_met2,20.5,%
hold_path,min_from,"rptr[4]",
cells_and_area,finalInstanceArea,7740,sq um
hold_path,holdPathEnd,"wrptr1[4]",
cells_and_area,drive_above_1_share,13.6,%
timing,setup_viol,0,
placement,gp_congestion,0.794,
clock_network,postCtsResizedCells,0,
power_and_ir_drop,power_frac_seq,40.6,%
setup_path,worstRegToRegCells,5,
clock_network,cts_tree,"yes",
power_and_ir_drop,ir_worst_vdd,0.000260,V
routing,dr.first_iter.drc_count,311,
synthesis,synth_area_per_cell,16.2,sq um
setup_path,critPathRequiredTime,3.84,ns
timing,slew_headroom,39.8,%
timing,hold_viol,0,
placement,hpwlAfterDp,8540,um
global_route,grt_remaining_overflow,0,
synthesis,synth-edff-count,128,
power_and_ir_drop,power_switching,1.55,mW
synthesis,common_cells,"128 x edfxtp_1, 40 x dfrtp_1, 15 x and3_1",
hold_path,hold_path.class,"flip-flop to flip-flop",
clock_network,cts_setup_buffers,0,
synthesis,ys_seq_elements,168,
floorplan,core_area,21200,sq um
floorplan,rows,53,
setup_path,r2r_start,"rptr[3]",
power_and_ir_drop,p_leak,2.69,nW
flow_run,log.warning_count,32,
placement,place_inst,686,
synthesis,yosys_cells,403,
routing,firstDrtPassIters,5,
outcome,status,"finished clean",
synthesis,synthTopCellsByArea,"edfxtp_1 59%, dfrtp_1 15%, mux2_2 1.9%",
synthesis,synth_seq_share,74.2,%
setup_path,worst_r2r_endpoint,"rptr[1]",
floorplan,fp_util,30.9,%
global_route,use_met1,17.8,%
routing,antenna_cells,0,
flow_run,drv_cap,0,
routing,drt-total-wl,13400,um
setup_path,r2r_slack,2.38,ns
global_route,grt-busiest-layer,"met2",
setup_path,critPathMaxFanout,22,
setup_path,path_class,"flip-flop to primary output",
routing,drc,0,
synthesis,synth_area,6530,sq um
floorplan,die_w,150,um
synthesis,top_cell,"edfxtp_1",
power_and_ir_drop,combPwrFrac,27.4,%
routing,drt-wirelength-per-cell,18.5,um
global_route,use_met3,7.02,%
floorplan,die_area,22400,sq um
global_route,grt_util_all_layers,13.3,%
synthesis,yosysTopAreaCellShare,58.9,%
synthesis,yosys_area,6530,sq um
power_and_ir_drop,internal_power,3.32,mW
synthesis,ys_dominant_reg_cell,"edfxtp_1",
synthesis,syn-instance-count,403,
power_and_ir_drop,clockPowerShare,31.9,%
routing,antenna_left,0,
global_route,antenna_found_initial,0,
cells_and_area,area_delta_synth_final,18.6,%
power_and_ir_drop,sw_frac_of_total,31.8,%
setup_path,worstPathArrival,2.99,ns
clock_network,clock_sinks,168,
global_route,grt_max_degree,51,
timing,slew_viol_final,0,
clock_network,path_clk_slew,0.06,ns
global_route,grt_pass1_wl,21100,um
synthesis,ys_warn_count,2,
floorplan,num_io_pins,24,
setup_path,cp-end-kind,"primary output",
synthesis,synth_area_leader_cell,"edfxtp_1",
power_and_ir_drop,p_per_area,628,nW/um^2
synthesis,synthDistinctLibCells,44,
timing,setup_tns,0,ns
clock_network,ctsHoldBuffers,0,
timing,clock_skew,0.00914,ns
routing,viasPerCell,4.98,
timing,rsz0062_at_grt,"false",
placement,placed_area,7030,sq um
power_and_ir_drop,finalPower,4.87,mW
global_route,first_global_vias,3762,
hold_path,min_path_cells,0,
timing,worst_pin_slew,0.902,ns
==> layer usage <==
metal,vias up,part of all wire [%]
met5,-,0
met3,16,9.1
met1,1790,41
met4,0,1.6
met2,140,48
li1,1653,-
==> area by class of cell <==
type	instances	area, sq um
inverter	10	37.5
fill	1917	13400
sequential	168	4850
clock buffer	20	500
clock inverter	16	213
timing repair buffer	30	280
tap	275	344
multi-input combinational	203	1520
==> cell families (layout without fill, tap and decap cells) <==
kind of cell	Yosys count	after routing	synth area share, %
xor gates and xnor gates	17	17	2.40
buffers and inverters	32	76	2.66
DFF	168	168	74.2
muxes	16	16	2.66
and+or+nand+nor	74	74	6.07
adders and majority gates	8	8	1.53
AOI/OAI and AO/OA	88	88	10.5
==> state kept, by name, summed over array words and instances (netlist names) <==
signal  flops
ex_mem    128
rptr        5
rwptr1      5
rwptr2      5
rwptr3      5
wptr        5
wrptr1      5
wrptr2      5
wrptr3      5
==> power groups by stage <==
stage         sequential, mW  clock, mW  combinational, mW
CTS                     1.98       1.58               1.36
global route            2.01       1.64               1.48
finish                  1.98       1.55               1.33
==> stage by stage <==
step	setup WS, ns	hold slack (ns)	util (%)
CTS	0.783	0.272	36.6
detailed placement	1.08	0.335	33.2
floorplan	2.27	0.331	-
global placement	1.19	0.331	33.2
global route	0.480	0.284	36.6
finish	0.853	0.278	36.6
==> worst max-delay path by stage <==
stage         slack, ns    start  depth (start not counted)  endpoint
CTS                0.78  rptr[0]                          7  rdata[1]
global route       0.48  rptr[0]                          7  rdata[1]
finish             0.85  rptr[0]                          7  rdata[1]
==> critical path, stage by stage (launching register included) <==
cell and delay (ns):
dfrtp_1 0.45, inv_1 0.11, ha_1 0.75, nor3_1 0.13, o21a_1 0.26, a221oi_1 0.40, o21ai_0 0.18, clkdlybuf4s50_1 0.44
==> cell usage in the layout, fill, tap and decap left out, drive strengths merged, types with 11 or more instances in the layout <==
cell	instances
nand2	13
and3	15
a22oi	11
o21ai	14
dfrtp	40
nor2	11
clkbuf	20
nand3	13
clkdlybuf4s50	22
mux2	11
inv	20
edfxtp	128
xnor2	15
a221oi	14
Power is estimated from default activity; no workload was simulated.
