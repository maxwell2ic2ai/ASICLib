[/design/flow/config.mk]
export PLATFORM = sky130hd
export DESIGN_NAME = fifo1
export DESIGN_NICKNAME = fifo1
export VERILOG_FILES = /design/flow/design.v
export SDC_FILE = /design/flow/constraint.sdc
export NUM_CORES = 4
export LEC_CHECK = 1
export CORE_UTILIZATION = 40
[/design/flow/constraint.sdc]
current_design fifo1

set clk_period 3.8
set clk_io_pct 0.2

create_clock -name clk0 -period $clk_period [get_ports {rclk}]
create_clock -name clk1 -period $clk_period [get_ports {wclk}]

set non_clock_inputs [all_inputs -no_clocks]
set_input_delay [expr $clk_period * $clk_io_pct] -clock clk0 $non_clock_inputs
set_output_delay [expr $clk_period * $clk_io_pct] -clock clk0 [all_outputs]
[/design/flow/design.v]
module fifo1 #(
    parameter DSIZE = 8,
    parameter ASIZE = 4
    )(
    output [DSIZE-1:0] rdata,
    output             wfull,
    output             rempty,
    input  [DSIZE-1:0] wdata,
    input              winc, wclk, wrst,
    input              rinc, rclk, rrst
    );
wire [ASIZE-1:0] waddr, raddr;
wire [ASIZE:0] wptr, rptr, wrptr2, rwptr2;
sync_r2w #(ASIZE) U1(
    .wrptr2(wrptr2),
    .rptr(rptr),
    .wclk(wclk),
    .wrst(wrst)
    );
sync_w2r #(ASIZE) U2(
    .rwptr2(rwptr2),
    .wptr(wptr),
    .rclk(rclk),
    .rrst(rrst)
    );
fifomem #(DSIZE, ASIZE) U3(
    .rdata(rdata),
    .wdata(wdata),
    .waddr(waddr),
    .raddr(raddr),
    .wclken(winc),
    .wclk(wclk)
    );
rptr_empty #(ASIZE) U4(
    .rempty(rempty),
    .raddr(raddr),
    .rptr(rptr),
    .rwptr2(rwptr2),
    .rinc(rinc),
    .rclk(rclk),
    .rrst(rrst)
    );
wptr_full #(ASIZE) U5(
    .wfull(wfull),
    .waddr(waddr),
    .wptr(wptr),
    .wrptr2(wrptr2),
    .winc(winc),
    .wclk(wclk),
    .wrst(wrst)
    );
endmodule
module fifomem #(
    parameter DATASIZE = 8,
    parameter ADDRSIZE = 4
    )(
    output [DATASIZE-1:0] rdata,
    input  [DATASIZE-1:0] wdata,
    input  [ADDRSIZE-1:0] waddr, raddr,
    input                 wclken, wclk
    );
    reg [DATASIZE-1:0] MEM [0:(1<<ADDRSIZE)-1];
    assign rdata = MEM[raddr];
    always @(posedge wclk) begin
        if (wclken) MEM[waddr] <= wdata;
    end
endmodule
module rptr_empty #(
    parameter ADDRSIZE = 4
    )(
    output     [ADDRSIZE-1:0] raddr,
    output reg [ADDRSIZE:0]   rptr,
    output reg                rempty,
    input      [ADDRSIZE:0]   rwptr2,
    input                     rinc, rclk, rrst
    );
reg [ADDRSIZE:0] rbin, rgnext, rbnext;
always @(posedge rclk or posedge rrst) begin
    if (rrst) begin
        rptr <= 0;
        rbin <= 0;
    end
    else begin
        rptr <= rgnext;
        rbin <= rbnext;
    end
end
always @(*) begin
    rbnext = (!rempty)? (rbin + rinc) : rbin;
    rgnext = (rbnext>>1)^rbnext;  
end
assign raddr = rbin[ADDRSIZE-1:0];
always @(posedge rclk or posedge rrst) begin
    if (rrst) rempty <= 1'b1;
    else rempty <= (rgnext == rwptr2);
end
endmodule
module sync_r2w #(
    parameter ADDRSIZE = 4
    )(
    output reg [ADDRSIZE:0] wrptr2,
    input      [ADDRSIZE:0] rptr,
    input                   wclk, wrst
    );
reg [ADDRSIZE:0] wrptr1;
always @(posedge wclk or posedge wrst) begin
    if (wrst) begin
        {wrptr2, wrptr1} <= 0;
    end
    else begin
        {wrptr2, wrptr1} <= {wrptr1, rptr};
    end
end
endmodule
module sync_w2r #(
    parameter ADDRSIZE = 4
    )(
    output reg [ADDRSIZE:0] rwptr2,
    input      [ADDRSIZE:0] wptr,
    input                   rclk, rrst
    );
reg [ADDRSIZE:0] rwptr1;
always @(posedge rclk or posedge rrst) begin
    if (rrst) begin
        {rwptr2, rwptr1} <= 0;
    end
    else begin
        {rwptr2, rwptr1} <= {rwptr1, wptr};
    end
end
endmodule
module wptr_full #(
    parameter ADDRSIZE = 4
    )(
    output     [ADDRSIZE-1:0] waddr,
    output reg [ADDRSIZE:0]   wptr,
    output reg                wfull,
    input      [ADDRSIZE:0]   wrptr2,
    input                     winc, wclk, wrst
    );
reg [ADDRSIZE:0] wbin, wgnext, wbnext;
always @(posedge wclk or posedge wrst) begin
    if (wrst) begin
        wptr <= 0;
        wbin <= 0;
    end
    else begin
        wptr <= wgnext;
        wbin <= wbnext;
    end
end
always @(*) begin
    wbnext = (!wfull)? (wbin + winc) : wbin;
    wgnext = (wbnext>>1)^wbnext;
end
assign waddr = wbin[ADDRSIZE-1:0];
always @(posedge wclk or posedge wrst) begin
    if (wrst) wfull <= 1'b0;
    else wfull <= ((wgnext[ADDRSIZE]     != wrptr2[ADDRSIZE]  ) &&
                   (wgnext[ADDRSIZE-1]   != wrptr2[ADDRSIZE-1]) &&
                   (wgnext[ADDRSIZE-2:0] == wrptr2[ADDRSIZE-2:0]));
end
endmodule
[/design/flow/run.sh]
#!/bin/bash
# OpenROAD 26Q1-2900-gdf79404cd8, Yosys 0.63+post, stock flow scripts
make -C /OpenROAD-flow-scripts/flow DESIGN_CONFIG=/design/flow/config.mk WORK_HOME=/design/flow/orfs finish
==> results.sh <==
# yosys + openroad results
export IMPL_relSlewSlack_pct=42.8
export IMPL_synth_cell_types=40
export IMPL_crit_fanout=14
export IMPL_switchingPower_mw=1.93
export IMPL_ctsHoldBuffers=0
export IMPL_ys_top_cells_by_count="edfxtp_1, dfrtp_1, mux4_2"
export IMPL_drt_first_pass_iters=6
export IMPL_synthCells=339
export IMPL_ir_worst_vdd_v=0.000294
export IMPL_required_ns=3.04
export IMPL_largest_area_cell="edfxtp_1"
export IMPL_log_warning_count=26
export IMPL_clkTransAtPathRegs_ns=0.06
export IMPL_p_int_mw=4.35
export IMPL_p_total_mw=6.28
export IMPL_post_cts_buffers=0
export IMPL_gp_congestion=0.780
export IMPL_async_flop_share_pct=23.8
export IMPL_grtUsageTotal_pct=16.7
export IMPL_yosys_warnings=5
export IMPL_postCtsResizedCells=0
export IMPL_fillers=1273
export IMPL_synth_top_area_share_pct=58.6
export IMPL_cp_slowest_cell="dfrtp_2"
export IMPL_ys_sh_xor_pct=4.14
export IMPL_vias=3093
export IMPL_grt_max_degree=38
export IMPL_status="completed"
export IMPL_max_stage_delay_ns=0.62
export IMPL_avgRoutedWirePerCell_um=19.1
export IMPL_area_growth_pct=18.1
export IMPL_clock_sinks=168
export IMPL_drive_gt1_share_pct=24.6
export IMPL_die_area_mm2=0.0169
export IMPL_ioPinCount=24
export IMPL_rsz0062_at_grt="false"
export IMPL_synth_flops=168
export IMPL_fin_ws_ns=0.273
export IMPL_yosys_most_used_dff="edfxtp_1"
export IMPL_path_cells="buf_4 > buf_4 > mux4_2 > mux2i_1 > a21oi_1 > clkdlybuf4s50_1"
export IMPL_syn_area_mm2=0.00656
export IMPL_postRouteAntennaNets=0
export IMPL_yosysCellCount=339
export IMPL_ys_seq_share_pct=73.8
export IMPL_hold_viol=0
export IMPL_endpoint_kind="primary output"
export IMPL_finalSetupViolCount=0
export IMPL_switching_share_pct=30.7
export IMPL_viasPerCell=5.00
export IMPL_fin_setup_tns_ns=0
export IMPL_timing_critical_path_mode_cell="buf_4"
export IMPL_yosysChipArea_mm2=0.00656
export IMPL_p_comb_share_pct=30.3
export IMPL_logic_family="multiplexers"
export IMPL_final_core_util_pct=48.6
export IMPL_synthAdderAreaFrac_pct=0.763
export IMPL_antenna_found_initial=0
export IMPL_place_hpwl_mm=7.29
export IMPL_yosys_area_share_aoi_pct=2.52
export IMPL_top_cell="edfxtp_1"
export IMPL_portBuffers=22
export IMPL_edf_count=128
export IMPL_die_y_um=130
export IMPL_cts_tree="built"
export IMPL_synthMuxAreaShare_pct=12.5
export IMPL_avgSynthCellArea_um2=19.4
export IMPL_maxCapViolations=0
export IMPL_power_leakage_nw=2.68
export IMPL_first_global_vias=3461
export IMPL_fp_utilization_pct=41.2
export IMPL_drc=0
export IMPL_top_cells_by_area="edfxtp_1, dfrtp_1, mux4_2, xnor2_1, xor2_1"
export IMPL_routed_wl_mm=11.8
export IMPL_hold_path_class="flip-flop to flip-flop"
export IMPL_synth_simple_area_share_pct=4.39
export IMPL_grt_pass1_wl_mm=18.9
export IMPL_clkPwrFrac_pct=27.7
export IMPL_worstSetupPathType="flip-flop to primary output"
export IMPL_die_w_um=130
export IMPL_critPathLaunchType="flip-flop"
export IMPL_pwr_share_seq_pct=42.1
export IMPL_skew_ns=0.00710
export IMPL_grt_overflow_total=0
export IMPL_arrival_ns=2.77
export IMPL_power_density_mw_per_mm2=810
export IMPL_fp_coreArea_mm2=0.0159
export IMPL_rows=46
export IMPL_dp_slack_ns=0.485
export IMPL_worst_slew_pin_slew_ns=0.855
export IMPL_num_antenna_cells=0
export IMPL_slew_viol_final=0
export IMPL_drt_iter0_markers=170
==> power groups by stage <==
stage | sequential [mW] | combinational, mW | clock, mW
4_1_cts | 2.65 | 1.94 | 1.77
5_1_grt | 2.69 | 2.11 | 1.85
6_report | 2.64 | 1.90 | 1.74
==> worst max-delay path, delay by kind of cell, from the launching register on <==
| family | cells | cell delay [ns] |
|---|---|---|
| buf+inv | 3 | 1.05 |
| compound gates | 1 | 0.12 |
| flops | 1 | 0.62 |
| mux | 2 | 0.71 |
==> cell type report <==
class / instances / area (um2) / share of cell area (%)
flip-flops and latches: 168 / 4850 / 62.5
multi-input cells: 148 / 1600 / 20.6
clock buffers: 22 / 508 / 6.55
repair buffers: 44 / 385 / 4.97
well taps: 216 / 270 / 3.49
clock inverters: 14 / 118 / 1.52
inverters: 7 / 26.3 / 0.339
==> flip-flops by register name, summed over array words and instances (netlist names) <==
signal     flops
U1.wrptr1      5
U1.wrptr2      5
U2.rwptr1      5
U2.rwptr2      5
U3.MEM       128
U4.rbin        4
U4.rempty      1
U4.rptr        5
U5.wbin        4
U5.wfull       1
U5.wptr        5
==> per-layer routing <==
metal / GRT usage (%) / routed length, um / vias to the layer above
met5: 0.882 / 0 / -
met4: 2.19 / 128 / 0
met3: 8.02 / 950 / 9
met2: 23.8 / 5510 / 108
met1: 26.4 / 5200 / 1561
li1: - / - / 1415
==> kinds of logic (layout without fill, tap and decap cells) <==
kind of cell	Yosys count	after routing
flip-flops	168	168
AND/OR/NAND/NOR	48	48
multiplexers	42	42
XOR/XNOR	28	28
AND-OR/OR-AND	26	26
buffers and inverters	23	87
adder cells (fa/ha/maj)	4	4
==> cell usage in the layout, fill, tap and decap left out, types with 6 or more instances in the layout <==
cell type          n
nor3_1             6
xor2_1            12
xnor2_1           14
a21oi_1            8
dfrtp_1           38
clkdlybuf4s50_1   22
clkbuf_16         20
mux4_2            32
inv_1              6
nor2b_1            8
nor2_1            13
buf_4             22
mux2i_1            8
edfxtp_1         128
a211oi_1           9
==> through the flow <==
step / std cells / hold WS (ns) / cell area, um2
5_1_grt: 619 / 0.203 / 7750
3_3_place_gp: 583 / 0.331 / 7130
3_5_place_dp: 583 / 0.335 / 7130
6_report: 619 / 0.197 / 7750
2_1_floorplan: 339 / 0.331 / 6560
4_1_cts: 619 / 0.194 / 7750
==> worst paths after layout <==
kind                                             start                endpoint  slack [ns]  cells past startpoint
worst min register to register    U4.rptr[3]$_DFF_PP0_  U1.wrptr1[3]$_DFF_PP0_        0.20                      0
max in group asynchronous                         rrst    U4.rbin[0]$_DFF_PP0_        2.37                      2
worst max-delay path              U4.rbin[0]$_DFF_PP0_                rdata[7]        0.27                      6
worst max register to register    U5.wbin[1]$_DFF_PP0_      U5.wfull$_DFF_PP0_        1.59                      6
worst min-delay path              U4.rptr[3]$_DFF_PP0_  U1.wrptr1[3]$_DFF_PP0_        0.20                      0
max in group clk1                                 winc      U5.wfull$_DFF_PP0_        1.13                      8
min in group asynchronous                         wrst    U5.wptr[4]$_DFF_PP0_        0.76                      2
min in group clk0               U2.rwptr1[0]$_DFF_PP0_  U2.rwptr2[0]$_DFF_PP0_        0.35                      0
Power and IR drop assume default switching activity.
