==> design/flow/design.v <==
module sync_fifo (clk, rstp, src_in, dst_in, data_in, writep, readp, 
	src_out, dst_out, data_out, emptyp, fullp);
input		clk;
input		rstp;
input [7:0]	src_in;
input [7:0]	dst_in;
input [31:0]	data_in;
input		readp;
input		writep;
output [7:0]	src_out;
output [7:0]	dst_out;
output [31:0]	data_out;
output		emptyp;
output		fullp;
parameter	DEPTH = 2,	
		FULL = (1<<3),	 
		EMPTY = (1<<3);	 
reg 		emptyp;
reg		fullp;
reg [7:0]	src_out;
reg [7:0]	dst_out;
reg [31:0]	data_out;
reg [(DEPTH-1):0]	tail;
reg [(DEPTH-1):0]	head;
reg [DEPTH:0]	count;
reg [47:0] fifomem[0:FULL];
integer i;
always @(posedge clk or posedge rstp) begin
   if (rstp == 1) begin
      src_out <= 8'b0;
      dst_out <= 8'b0;
      data_out <= 32'b0;
   end
   else begin
      {src_out,dst_out,data_out} <= fifomem[tail];
   end
end 
always @(posedge clk)
   if (rstp == 1'b0) begin
     if (writep == 1'b1 && fullp == 1'b0)
      fifomem[head] <= {src_in,dst_in,data_in};
   end
always @(posedge clk) begin
   if (rstp == 1'b1) begin
     head <= 0;
   end
   else begin
      if (writep == 1'b1 && fullp == 1'b0) begin
         head <= head + 1;
      end
   end
end
always @(posedge clk) begin
   if (rstp == 1'b1) begin
      tail <= 0;
   end
   else begin
      if (readp == 1'b1 && emptyp == 1'b0) begin
         tail <= tail + 1;
      end
   end
end
always @(posedge clk) begin
   if (rstp == 1'b1) begin
      count <= 0;
   end
   else begin
      case ({readp, writep})
         2'b00: count <= count;
         2'b01: 
            if (!fullp) 
               count <= count + 1;
         2'b10: 
            if (!emptyp)
               count <= count - 1;
         2'b11:
            count <= count - 1;
      endcase
   end
end
always @(count) begin
   if (count == EMPTY)
     emptyp = 1'b1;
   else
     emptyp = 1'b0;
end
always @(count) begin
   if (count < FULL)
      fullp = 1'b0;
   else
      fullp = 1'b1;
end
endmodule
==> design/flow/run.sh <==
#!/bin/bash
# OpenROAD 26Q1-2900-gdf79404cd8, Yosys 0.63+post, stock flow scripts
make -C /OpenROAD-flow-scripts/flow DESIGN_CONFIG=/design/flow/config.mk WORK_HOME=/design/flow/orfs finish
==> design/flow/config.mk <==
export PLATFORM = sky130hd
export DESIGN_NAME = sync_fifo
export DESIGN_NICKNAME = sync_fifo
export VERILOG_FILES = /design/flow/design.v
export SDC_FILE = /design/flow/constraint.sdc
export NUM_CORES = 4
export LEC_CHECK = 1
export CORE_UTILIZATION = 30
==> design/flow/constraint.sdc <==
current_design sync_fifo

set clk_period 12.0
set clk_io_pct 0.2

create_clock -name clk0 -period $clk_period [get_ports {clk}]

set non_clock_inputs [all_inputs -no_clocks]
set_input_delay [expr $clk_period * $clk_io_pct] -clock clk0 $non_clock_inputs
set_output_delay [expr $clk_period * $clk_io_pct] -clock clk0 [all_outputs]
==> results_dict.tcl <==
# collected from the flow reports
set metrics [dict create \
    leakage_nw 3.52 \
    switchingPower_mw 0.352 \
    clock_path_buffers 3 \
    grt_pass1_wl_um 22300 \
    rr_worst_depth 2 \
    antenna_found_initial 3 \
    rsz0062_at_grt "false" \
    rr_startpoint "tail[0]$_SDFFE_PP0P_" \
    crit_end "fifomem[0][8]$_DFFE_PP_" \
    max_freq_mhz 260 \
    worstSetupStartpointType "input port" \
    critPathMaxFanout 48 \
    yosys_warnings 1 \
    grt_max_degree 51 \
    initialDrtViolationCount 169 \
    cap_violations 0 \
    powerDensity_mw_per_mm2 174 \
    io_pins 102 \
    core_area_sq_mm 0.0277 \
    insertion_delay_ps 500 \
    cts_buffers 26 \
    yosysTopAreaCell "edfxtp_1" \
    critPathLaunch "writep" \
    power.internal_mw 1.50 \
    dpl.hpwl_um 8670 \
    synth.distinct_cells 20 \
    layout-drive-gt1-share_pct 21.1 \
    grt_overflow 0 \
    r2r_slack_ps 9920 \
    synth-edff-count 192 \
    slew_headroom_pct 50.0 \
    clkTransAtPathRegs_ps 60 \
    dp_cells 799 \
    warning_count 28 \
    cts_root_buf "clkbuf_16" \
    cts.sinks 244 \
    syn2layout_area_growth_pct 26.3 \
    drc 0 \
    htreeDepth 1 \
    top_cell_area_share_pct 68.3 \
    die-area_sq_mm 0.0288 \
    topCellsByArea "edfxtp_1 (68%), dfrtp_1 (14%), mux4_2 (13%)" \
    period_used_pct 32.0 \
    ys_top_cells_by_count "edfxtp_1 (192), dfrtp_1 (48), mux4_2 (47)" \
    synth_seq_share_pct 83.4 \
    syn_area_sq_mm 0.00845 \
    pwr-share-seq_pct 52.3 \
    syn_inst 328 \
    cts_resized 0 \
    wl_um 14700 \
    portBuffers 99 \
    viasPerCell 4.24 \
    vdd_drop_max_uv 95.8 \
    status "completed" \
    rows 61 \
    switching_share_pct 19.0 \
    setup_violations 0 \
    cp.arrival_ps 3980 \
    gp_congestion 0.734 \
    fin_setup_tns_ps 0 \
    grt_pass1_vias 4118 \
    ys_cells 328 \
    ff_type "edfxtp_1" \
    wire_per_inst_um 17.4 \
    fin_skew_ps 4.63 \
    cts_tree "built" \
    hold_class "reg -> reg" \
    fp-utilization_pct 30.5 \
    clockPowerShare_pct 40.9 \
    cts_setup_buffers 0 \
    synth_flops 244 \
    min_period_ps 3850 \
    avgSynthCellArea_sq_um 25.7 \
    die_h_um 170 \
    die_w_um 170 \
    cts_hold_buf 0 \
    synth.most_common_cell "edfxtp_1" \
    final_cell_count_no_fill 848 \
    reg2reg_to "src_out[7]$_DFF_PP0_" \
    end_kind "flop" \
    worst_pin_slew_ps 750 \
    synth-async-reset-ratio_pct 19.7 \
    critPathKind "in -> reg" \
    ant_nets 0 \
    critical_path_required_ps 12130 \
    p_comb_share_pct 6.8 \
    vias 3592 \
    maxSlewViolCount 0 \
    grt_usage_pct 11.1 \
    drtPass1Iterations 4 \
    yosysChipArea_sq_mm 0.00845 \
    final_hold_viol_count 0 \
]
## metrics by stage
stage                     power (mW)  hold WS (ps)  instance area [sq um]  utilization (%)  setup slack, ps
after floorplan                 1.04           514                   8450                -             7840
after global placement          1.11           530                   9820             35.4             7680
after detailed placement        1.12           548                   9820             35.4             7640
after CTS                       1.88           563                  10700             38.5             8180
after global routing            1.92           575                  10700             38.5             8100
final                           1.85           563                  10700             38.5             8150
## flip-flops by register name, summed over array words and instances, names as in the netlist
signal / cells
fifomem: 192
tail: 2
dst_out: 8
head: 2
data_out: 32
src_out: 8
## how the worst min path moves through the flow
stage,start,end,cells after the start
6_report,fifomem[0][31]$_DFFE_PP_,data_out[31]$_DFF_PP0_,1
5_1_grt,fifomem[3][24]$_DFFE_PP_,data_out[24]$_DFF_PP0_,1
4_1_cts,head[1]$_SDFFE_PP0P_,head[1]$_SDFFE_PP0P_,2
## power groups by stage
| stage | clock [mW] | combinational [mW] | sequential, mW |
|---|---|---|---|
| after CTS | 0.778 | 0.131 | 0.969 |
| after global routing | 0.814 | 0.138 | 0.972 |
| final | 0.756 | 0.126 | 0.968 |
## layout make-up
class | count | area, sq um
sequential | 244 | 7050
clock buffer | 41 | 778
fill | 2426 | 17000
clock inverter | 7 | 65.1
antenna | 1 | 2.50
timing repair buffer | 106 | 1040
inverter | 3 | 11.3
tap | 378 | 473
multi-input combinational | 68 | 1240
## worst max-delay path, cell delays in order
cell and delay (ps):
clkdlybuf4s50_1 550, nor2b_1 230, and2_2 170, buf_4 600
## cell families after synthesis
logic type / share of synthesized area, %
AND-OR/OR-AND: 0.178
XOR/XNOR: 0.207
adder cells (fa/ha/maj): 0.593
buffers and inverters: 1.99
flip-flops: 83.4
multiplexers: 13.0
other: 0.0444
AND/OR/NAND/NOR: 0.593
## cell usage in the layout (no fill, tap or decap)
master / count
clkinv_1: 2
clkbuf_16: 27
diode_2: 1
nand3b_1: 1
a21oi_1: 1
dfxtp_2: 1
buf_4: 7
xnor2_1: 2
bufinv_16: 1
dfxtp_4: 1
inv_2: 1
inv_1: 2
and2_2: 4
mux4_2: 47
mux4_1: 1
dfxtp_1: 2
mux2i_1: 1
clkbuf_8: 5
clkdlybuf4s50_1: 99
clkinv_2: 2
clkinv_4: 2
nor2b_1: 1
conb_1: 2
dfrtp_1: 48
clkbuf_1: 9
nor2_1: 3
a21bo_2: 1
ha_1: 4
edfxtp_1: 192
## layer usage
metal	vias up	share of wire, %	GRT usage [%]
li1	1584	-	-
met5	-	0.088	2.09
met1	1822	35	13.6
met3	27	12	6.06
met2	157	50	17.9
met4	2	2.1	2.04
No activity file was given, so power comes from the tool's default toggle rates.
